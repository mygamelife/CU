==> flow/design.v <==
module newCU (
			input  [9:0]SW,
			input  [3:0]KEY,
			output [7:0]LEDR,
			output [6:0]HEX0);
wire Enter, Clock, Reset, Aeq0, Apos;
wire [7:5]IR;			
reg IRload, JMPmux, PCload, Meminst, MemWr, Aload, Sub, Halt;
reg [1:0]Asel;
reg [3:0]CheckState; 
reg [3:0]State, NextState;
parameter start=4'b0000, fetch=4'b0001, decode=4'b0010, load=4'b1000,
		  store=4'b1001, add=4'b1010, sub=4'b1011, inputs=4'b1100,
		  jz=4'b1101, jpos=4'b1110, halt=4'b1111;
assign {Enter, Reset, Aeq0, Apos} = SW[9:0];
assign Clock = KEY[0];
assign LEDR[7:0] = {IRload, JMPmux, PCload, Meminst, MemWr, Aload, Sub, Halt};
seg7 seven_segment (State, HEX0);
always@(posedge Clock or negedge Reset)
begin
	if(!Reset)
		State <= start;
	else
		State <= NextState;
end
always@(State or Enter or IR)
	case(State)
		start	:	NextState = fetch;
		fetch	:	NextState = decode;
		decode	:
					case(IR)
						3'b000	:	NextState = load;
						3'b001	:	NextState = store;
						3'b010	:	NextState = add;
						3'b011	:	NextState = sub;
						3'b100	:	NextState = inputs;
						3'b101	:	NextState = jz;
						3'b110	:	NextState = jpos;
						3'b111	:	NextState = halt;
					default	:	NextState = decode;
					endcase
		load	:	NextState = start;
		store	:	NextState = start;
		add		:	NextState = start;
		sub		:	NextState = start;
		inputs	:	
					if(Enter)
						NextState = start;
					else
						NextState = inputs;
		jz		:	NextState = start;
		jpos	:	NextState = start;
		halt	:	NextState = halt;
	default		:	NextState = start;
	endcase
always@(State or Aeq0 or Apos)
begin
	case(State)
		start	:	begin
						IRload 	=	1'b0;
						JMPmux 	= 	1'b0;
						PCload 	= 	1'b0;
						Meminst = 	1'b0;
						MemWr	=	1'b0;
						Asel	=	2'b00;
						Aload	=	1'b0;
						Sub		=	1'b0;
						Halt	=	1'b0;
					end
		fetch	:	begin
						IRload 	=	1'b1;
						JMPmux 	= 	1'b0;
						PCload 	= 	1'b1;
						Meminst = 	1'b0;
						MemWr	=	1'b0;
						Asel	=	2'b00;
						Aload	=	1'b0;
						Sub		=	1'b0;
						Halt	=	1'b0;
					end
		decode	:	begin
						IRload 	=	1'b0;
						JMPmux 	= 	1'b0;
						PCload 	= 	1'b0;
						Meminst = 	1'b1;
						MemWr	=	1'b0;
						Asel	=	2'b00;
						Aload	=	1'b0;
						Sub		=	1'b0;
						Halt	=	1'b0;
					end
		load	:	begin
						IRload 	=	1'b0;
						JMPmux 	= 	1'b0;
						PCload 	= 	1'b0;
						Meminst = 	1'b0;
						MemWr	=	1'b0;
						Asel	=	2'b10;
						Aload	=	1'b1;
						Sub		=	1'b0;
						Halt	=	1'b0;
					end
		store	:	begin
						IRload 	=	1'b0;
						JMPmux 	= 	1'b0;
						PCload 	= 	1'b0;
						Meminst = 	1'b1;
						MemWr	=	1'b1;
						Asel	=	2'b00;
						Aload	=	1'b0;
						Sub		=	1'b0;
						Halt	=	1'b0;
					end
		add	:	begin
						IRload 	=	1'b0;
						JMPmux 	= 	1'b0;
						PCload 	= 	1'b0;
						Meminst = 	1'b0;
						MemWr	=	1'b0;
						Asel	=	2'b00;
						Aload	=	1'b1;
						Sub		=	1'b0;
						Halt	=	1'b0;
					end
		sub	:	begin
						IRload 	=	1'b0;
						JMPmux 	= 	1'b0;
						PCload 	= 	1'b0;
						Meminst = 	1'b0;
						MemWr	=	1'b0;
						Asel	=	2'b00;
						Aload	=	1'b1;
						Sub		=	1'b1;
						Halt	=	1'b0;
					end
		inputs	:	begin
						IRload 	=	1'b0;
						JMPmux 	= 	1'b0;
						PCload 	= 	1'b0;
						Meminst = 	1'b0;
						MemWr	=	1'b0;
						Asel	=	2'b01;
						Aload	=	1'b1;
						Sub		=	1'b0;
						Halt	=	1'b0;
					end
		jz	:	begin
						IRload 	=	1'b0;
						JMPmux 	= 	1'b1;
						PCload 	= 	Aeq0;
						Meminst = 	1'b0;
						MemWr	=	1'b0;
						Asel	=	2'b00;
						Aload	=	1'b0;
						Sub		=	1'b0;
						Halt	=	1'b0;
					end
		jpos	:	begin
						IRload 	=	1'b0;
						JMPmux 	= 	1'b1;
						PCload 	= 	Apos;
						Meminst = 	1'b0;
						MemWr	=	1'b0;
						Asel	=	2'b00;
						Aload	=	1'b0;
						Sub		=	1'b0;
						Halt	=	1'b0;
					end
		halt	:	begin
						IRload 	=	1'b0;
						JMPmux 	= 	1'b0;
						PCload 	= 	1'b0;
						Meminst = 	1'b0;
						MemWr	=	1'b0;
						Asel	=	2'b00;
						Aload	=	1'b0;
						Sub		=	1'b0;
						Halt	=	1'b1;
					end
		default	:	
					begin
						IRload 	=	1'b0;
						JMPmux 	= 	1'b0;
						PCload 	= 	1'b0;
						Meminst = 	1'b0;
						MemWr	=	1'b0;
						Asel	=	2'b00;
						Aload	=	1'b0;
						Sub		=	1'b0;
						Halt	=	1'b0;
					end
	endcase
end
endmodule
module seg7(input [3:0] SW, output [6:0] HEX3);
wire [3:0] in;
reg [6:0] out;
assign in = SW;
assign HEX3 = out;
always@(in)
case(in)
	4'b0000:
		out = 7'b1000000;
	4'b0001:
		out = 7'b1111001;
	4'b0010:
		out = 7'b0100100;
	4'b0011:
		out = 7'b0110000;
	4'b0100:
		out = 7'b0011001;
	4'b0101:
		out = 7'b0010010;
	4'b0110:
		out = 7'b0000010;
	4'b0111:
		out = 7'b1111000;
	4'b1000:
		out = 7'b0000000;
	4'b1001:
		out = 7'b0010000;
	4'b1010:
		out = 7'b0001000;
	4'b1011:
		out = 7'b0000011;
	4'b1100:
		out = 7'b1000110;
	4'b1101:
		out = 7'b0100001;
	4'b1110:
		out = 7'b0000110;
	4'b1111:
		out = 7'b0001110;
	default:
		out = 7'b1111111;
endcase
endmodule
==> flow/run.sh <==
#!/bin/bash
# OpenROAD 26Q1-2900-gdf79404cd8, Yosys 0.63+post, stock flow scripts
make -C /OpenROAD-flow-scripts/flow DESIGN_CONFIG=/design/flow/config.mk WORK_HOME=/design/flow/orfs finish
==> flow/config.mk <==
export PLATFORM = sky130hd
export DESIGN_NAME = newCU
export DESIGN_NICKNAME = newCU
export VERILOG_FILES = /design/flow/design.v
export SDC_FILE = /design/flow/constraint.sdc
export NUM_CORES = 4
export LEC_CHECK = 1
export CORE_AREA = 10 10 70 70
export DIE_AREA = 0 0 80 80
==> flow/constraint.sdc <==
current_design newCU

set clk_period 2.4
set clk_io_pct 0.2

create_clock -name clk0 -period $clk_period [get_ports {KEY}]

set non_clock_inputs [all_inputs -no_clocks]
set_input_delay [expr $clk_period * $clk_io_pct] -clock clk0 $non_clock_inputs
set_output_delay [expr $clk_period * $clk_io_pct] -clock clk0 [all_outputs]
==> reports/qor.csv <==
metric,value,unit
fillers,383,
ys_top_cells_by_area,"dfrtp_1, ha_1, buf_4",
syn_inst,73,
dr.pass1.iters,5,
async_flop_share,100,%
drv_slew,0,
routabilityCongestion,0.739,
regToRegSetupSlack,1.26,ns
cp_slowest_stage_delay,0.42,ns
min_path_type,input pin to asynchronous set/reset pin,
grt_antenna_before_repair,0,
most_common_cell,nor2_1,
grt_first_pass_wirelength,2150,µm
routed_wirelength,1380,µm
path_buffers,1,
crit_path_end_kind,primary output,
drive_above_1_share,19.5,%
yosysTopAreaCellShare,18.1,%
overflow,0,
area_delta_synth_final,41.6,%
ys_seq_share,18.1,%
common_cells,"nor2_1, buf_4, nand2_1, o21ai_0",
largest_reg_flops,4,
slew_headroom,81.2,%
simple_gate_share,19.5,%
dp_hpwl,1120,µm
edf_count,0,
crit_chain,ha_1 -> mux2_4 -> a22o_1 -> clkdlybuf4s50_1,
hold_violations,0,
setup_viol,0,
placementRows,21,
warnings,60,
synthesis.area,553,µm²
chip_area,6400,µm²
comb_area,350,µm²
r2r-start,State[1],
largest_register,State,
critical_path_depth,4,
synth.distinct_cells,22,
ff_latch_area,103,µm²
worstSetupStartpointType,flop,
max_freq,436,MHz
htreeDepth,1,
worst_clock_skew,0,ns
grt_setup_unrepaired,yes,
cts_inserted_buffers,3,
wire_per_inst,10.4,µm
yosysWarnings,5,
crit_fanout,7,
ff2ff_path_depth,4,
cts_tree,built,
critical_path_class,flop to primary output,
synth_adder_area_share,13.6,%
regToRegEndpoint,State[3],
num_vias,505,
routed_via_density,3.80,
p_per_area,188,nW/µm²
portBuffers,19,
cts_buffer_depth,2,
irDropWorstVdd,0.125,mV
xor_share,0,%
period_needed,2.29,ns
preCtsSetupSlack,0.181,ns
synth_stat.cells,73,
synth_flops,4,
reg_top3,State (4),
dominantRegCellSynth,dfrtp_1,
io_pins,29,
p_leak,0.365,nW
setup_ws,0.107,ns
tightest_slew,0.283,ns
die_h,80,µm
mux_share,12.0,%
clk_pin_slew_worst_paths,0.03,ns
grt_max_degree,16,
syn_avg_cell_area,7.58,µm²
cp_top_family,flip-flops,
drt_iter0_drc,40,
ant_nets,0,
worstPathRequired,1.92,ns
maxCapViolCount,0,
root_buffer,clkbuf_4,
largest_area_cell,dfrtp_1,
drc,0,
core_area,3420,µm²
insertion_delay,0.21,ns
cpMaxStageDelayCell,dfrtp_2,
aoi_share,15.2,%
fp_util,16.2,%
ys_chip_area,553,µm²
grt_use_total,4.04,%
post-route-period-util,95.5,%
clkSinkCount,4,
synthTopLogicFamily,buffers and inverters,
num_antenna_cells,0,
arrival,1.81,ns
post-route-util,22.9,%
grt_pass1_vias,495,
status,"finished, final reports clean",
die_w,80,µm
worst max-delay path by stage:
stage                 slack, ns      end      from
after CTS                 0.005  HEX0[6]  State[0]
after global routing     -0.007  HEX0[1]  State[0]
final                      0.11  HEX0[6]  State[0]
metrics by stage:
step / instances / setup TNS (ns) / total power, mW / hold slack [ns] / instance area (µm²)
after floorplan: 73 / 0 / 0.0696 / 0.184 / 553
after global placement: 127 / 0 / 0.0772 / 0.608 / 718
after detailed placement: 127 / 0 / 0.0773 / 0.617 / 718
after CTS: 130 / 0 / 0.164 / 0.438 / 744
after global routing: 133 / -0.0103 / 0.171 / 0.445 / 783
final: 133 / 0 / 0.148 / 0.468 / 783
kinds of logic (layout without fill, tap and decap cells):
kind of cell             after synthesis  count (layout)
flip-flops                             4               4
AND/OR/NAND/NOR                       24              24
buffers and inverters                 19              33
adder cells (fa/ha/maj)                6               6
multiplexers                           6               6
AND-OR/OR-AND                         14              14
power breakdown:
group	switching, mW	leakage [nW]	internal (mW)	total (mW)
registers	0	0.0492	0.0679	0.0679
clock network	0.0161	0.0138	0.0550	0.0711
logic	0.00243	0.302	0.00610	0.00853
total	0.0185	0.365	0.129	0.148
layout by cell type (no fill, tap or decap), drive strengths merged, types with 2 or more instances in the layout:
cell type      instances
clkbuf                 3
mux2                   2
nand2b                 2
clkdlybuf4s50         19
buf                    5
o21ai                  8
nand2                  8
dfrtp                  4
inv                    6
nand3                  2
nor2                  10
mux2i                  4
a21oi                  2
nor3b                  2
ha                     6
routing by layer:
layer	vias to the layer above	routed length (µm)	GRT usage, %	share of wire, %
li1	261	-	-	-
met1	225	581	4.81	42
met2	19	669	6.58	49
met3	0	127	1.59	9.2
met4	0	0	1.06	0
met5	-	0	0	0
cell type report:
class,count,area share [%]
Clock buffer,3,2.88
Inverter,6,2.88
Multi-Input combinational cell,50,44.7
Sequential cell,4,13.1
Tap cell,46,7.35
Timing Repair Buffer,24,29.1
timing repair:
| action | 4_1_cts | 5_1_grt |
|---|---|---|
| gates cloned | 0 | 0 |
| hold buffers | 0 | 0 |
| gates resized | 2 | 6 |
| setup buffers | 0 | 3 |
| setup endpoints to repair | 7 | 10 |
| pin swaps | 0 | 0 |
Power figures rest on the tool's default switching activity, not on a simulated workload.
