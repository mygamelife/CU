**design/flow/config.mk**
```make
export PLATFORM = sky130hd
export DESIGN_NAME = CU
export DESIGN_NICKNAME = CU
export VERILOG_FILES = /design/flow/design.v
export SDC_FILE = /design/flow/constraint.sdc
export NUM_CORES = 4
export LEC_CHECK = 1
export CORE_AREA = 10 10 70 70
export DIE_AREA = 0 0 80 80
```
**design/flow/constraint.sdc**
```tcl
current_design CU

set clk_period 2.7
set clk_io_pct 0.2

create_clock -name clk0 -period $clk_period [get_ports {Clock}]

set non_clock_inputs [all_inputs -no_clocks]
set_input_delay [expr $clk_period * $clk_io_pct] -clock clk0 $non_clock_inputs
set_output_delay [expr $clk_period * $clk_io_pct] -clock clk0 [all_outputs]
```
**design/flow/design.v**
```verilog
module CU (IRload, JMPmux, PCload, Meminst,
			MemWr, Asel, Aload, Sub, Halt, CheckState,
			Enter, Reset, Clock, IR, Aeq0, Apos);
input Enter, Clock, Reset, Aeq0, Apos;
input [7:5]IR;			
output reg IRload, JMPmux, PCload, Meminst, MemWr, Aload, Sub, Halt;
output reg [1:0]Asel;
output [3:0]CheckState; 
reg [3:0]State, NextState;
assign CheckState = State;
parameter start=4'b0000, fetch=4'b0001, decode=4'b0010, load=4'b1000,
		  store=4'b1001, add=4'b1010, sub=4'b1011, inputs=4'b1100,
		  jz=4'b1101, jpos=4'b1110, halt=4'b1111;
always@(posedge Clock or negedge Reset)
begin
	if(!Reset)
		State <= start;
	else
		State <= NextState;
end
always@(State or Enter or IR)
	case(State)
		start	:	NextState = fetch;
		fetch	:	NextState = decode;
		decode	:
					case(IR)
						3'b000	:	NextState = load;
						3'b001	:	NextState = store;
						3'b010	:	NextState = add;
						3'b011	:	NextState = sub;
						3'b100	:	NextState = inputs;
						3'b101	:	NextState = jz;
						3'b110	:	NextState = jpos;
						3'b111	:	NextState = halt;
					default	:	NextState = decode;
					endcase
		load	:	NextState = start;
		store	:	NextState = start;
		add		:	NextState = start;
		sub		:	NextState = start;
		inputs	:	
					if(Enter)
						NextState = start;
					else
						NextState = inputs;
		jz		:	NextState = start;
		jpos	:	NextState = start;
		halt	:	NextState = halt;
	default		:	NextState = start;
	endcase
always@(State or Aeq0 or Apos)
begin
	case(State)
		start	:	begin
						IRload 	=	1'b0;
						JMPmux 	= 	1'b0;
						PCload 	= 	1'b0;
						Meminst = 	1'b0;
						MemWr	=	1'b0;
						Asel	=	2'b00;
						Aload	=	1'b0;
						Sub		=	1'b0;
						Halt	=	1'b0;
					end
		fetch	:	begin
						IRload 	=	1'b1;
						JMPmux 	= 	1'b0;
						PCload 	= 	1'b1;
						Meminst = 	1'b0;
						MemWr	=	1'b0;
						Asel	=	2'b00;
						Aload	=	1'b0;
						Sub		=	1'b0;
						Halt	=	1'b0;
					end
		decode	:	begin
						IRload 	=	1'b0;
						JMPmux 	= 	1'b0;
						PCload 	= 	1'b0;
						Meminst = 	1'b1;
						MemWr	=	1'b0;
						Asel	=	2'b00;
						Aload	=	1'b0;
						Sub		=	1'b0;
						Halt	=	1'b0;
					end
		load	:	begin
						IRload 	=	1'b0;
						JMPmux 	= 	1'b0;
						PCload 	= 	1'b0;
						Meminst = 	1'b0;
						MemWr	=	1'b0;
						Asel	=	2'b10;
						Aload	=	1'b1;
						Sub		=	1'b0;
						Halt	=	1'b0;
					end
		store	:	begin
						IRload 	=	1'b0;
						JMPmux 	= 	1'b0;
						PCload 	= 	1'b0;
						Meminst = 	1'b1;
						MemWr	=	1'b1;
						Asel	=	2'b00;
						Aload	=	1'b0;
						Sub		=	1'b0;
						Halt	=	1'b0;
					end
		add	:	begin
						IRload 	=	1'b0;
						JMPmux 	= 	1'b0;
						PCload 	= 	1'b0;
						Meminst = 	1'b0;
						MemWr	=	1'b0;
						Asel	=	2'b00;
						Aload	=	1'b1;
						Sub		=	1'b0;
						Halt	=	1'b0;
					end
		sub	:	begin
						IRload 	=	1'b0;
						JMPmux 	= 	1'b0;
						PCload 	= 	1'b0;
						Meminst = 	1'b0;
						MemWr	=	1'b0;
						Asel	=	2'b00;
						Aload	=	1'b1;
						Sub		=	1'b1;
						Halt	=	1'b0;
					end
		inputs	:	begin
						IRload 	=	1'b0;
						JMPmux 	= 	1'b0;
						PCload 	= 	1'b0;
						Meminst = 	1'b0;
						MemWr	=	1'b0;
						Asel	=	2'b01;
						Aload	=	1'b1;
						Sub		=	1'b0;
						Halt	=	1'b0;
					end
		jz	:	begin
						IRload 	=	1'b0;
						JMPmux 	= 	1'b1;
						PCload 	= 	Aeq0;
						Meminst = 	1'b0;
						MemWr	=	1'b0;
						Asel	=	2'b00;
						Aload	=	1'b0;
						Sub		=	1'b0;
						Halt	=	1'b0;
					end
		jpos	:	begin
						IRload 	=	1'b0;
						JMPmux 	= 	1'b1;
						PCload 	= 	Apos;
						Meminst = 	1'b0;
						MemWr	=	1'b0;
						Asel	=	2'b00;
						Aload	=	1'b0;
						Sub		=	1'b0;
						Halt	=	1'b0;
					end
		halt	:	begin
						IRload 	=	1'b0;
						JMPmux 	= 	1'b0;
						PCload 	= 	1'b0;
						Meminst = 	1'b0;
						MemWr	=	1'b0;
						Asel	=	2'b00;
						Aload	=	1'b0;
						Sub		=	1'b0;
						Halt	=	1'b1;
					end
		default	:	
					begin
						IRload 	=	1'b0;
						JMPmux 	= 	1'b0;
						PCload 	= 	1'b0;
						Meminst = 	1'b0;
						MemWr	=	1'b0;
						Asel	=	2'b00;
						Aload	=	1'b0;
						Sub		=	1'b0;
						Halt	=	1'b0;
					end
	endcase
end
endmodule
```
**design/flow/run.sh**
```bash
#!/bin/bash
# OpenROAD 26Q1-2900-gdf79404cd8, Yosys 0.63+post, stock flow scripts
make -C /OpenROAD-flow-scripts/flow DESIGN_CONFIG=/design/flow/config.mk WORK_HOME=/design/flow/orfs finish
```
==> Changelog: implementation <==
### Changed

* Result of the run: complete, no violations
* Estimated wirelength of the detail-placed design at between 900 and 1000 um
* Buffers on Ports at 21
* Number of design rule violations left after detail routing at 0
* Boundary pin count at 22
* Number of global-route vias before repair at about 410
* R2r setup slk at roughly 1.5 ns
* Final number of hold-violating endpoints at 0
* Post-detailed-route via-to-cell ratio at approximately 3.5
* Arrival time of data at the critical path endpoint at 1.83 ns
* Initial detailed-routing violation count at 5
* Average routed wire per standard cell at 11.3 um
* Hold Worst Slack at 0.500 ns
* Count of filler cells inserted in the layout at between 300 and 400
* Register containing the most flip-flops in the final layout: State
* Initial DRT Pass Iterations at 4
* Required time at the worst-slack endpoint at between 2 and 2.5 ns
* WL final at about 1200 um
* Sort of element at the start of the critical path: input pin
* Static leakage at between 0.2 and 0.25 nW
* Endpoint of the worst-slack reg-to-reg timing path: State[1]
* Registers with the most flip-flops: State (4)
* Worst-path maximum fanout at 1
* Pin count of the biggest net entering global routing at 15
* Post-synthesis to final-layout area growth at 80.4%
* Post-CTS Setup Repair Bufs at 0
* Horizontal die dimension at around 80 um
* Total cells reported by yosys after synthesis at approximately 43
* # diodes at 0
* Hold-fix buffer count after cts at 0
* Number of gates resized after CTS at 0
* Number of flip-flops under the largest register name at 4
* Setup-violating endpoint count in the final report at 0
* Number of buffers on the longest clock path at 2
* Total routing resource utilization after global routing at 3.85%
* Gate count of the mapped netlist at between 40 and 50
* First-pass GRT wire length at between 1500 and 2000 um
* Clk ins delay skew pair at 0.23 ns
* Category of the critical setup timing path: in -> out
* Highest achievable clock rate at about 0.42 GHz
* Count of pins over their slew limit at 0
* Utilization after layout at about 17%
* Tally of nets with antenna violations remaining after routing at 0
* Clock transition at path regs at roughly 0.04 ns
* Seq/Total Area, Yosys at 30.8%
* Final total negative setup slack at 0 ns
* RSZ-0062 raised after global routing: no
* Cycle use final at about 88%
* Flip-flop and latch count after synthesis at 4
* R2R Path Start: State[0]
* Mean instance size in the synthesized netlist at 7.57 um^2
* Number of distinct library cell variants in the gate-level netlist after synthesis at 22
* CTS buffer count at 3
* Full die area at about 0.0064 mm^2
* Floorplan Core Area at between 0.003 and 0.004 mm^2
* Sort of element at the end of the critical path: output pin
* Depth of the CTS H-tree at 1
* First element of the critical path: Aeq0
* CTS sink count at 4
* Cell chosen for the clock root: sky130_fd_sc_hd__clkbuf_4
* Total number of placement rows at 21
* Synthesized cell area at 325 um^2
* Pwr Density at roughly 900 mW/mm^2
* OpenROAD warning count at 25
* Tightest Hold Check Type: in -> async
* Antenna violations before repair at 0
* GRT Residual Overflow at 0
* CTS tree: done
* Crit path to: PCload
* Maximum vdd drop at about 0.13 mV
* Crit path time final at 2.37 ns
* Ys Warns at 1
* Die y size at ~80 um
* Worst slew margin at 72.5%
* Area figure in the yosys stat output at approximately 330 um^2
* Clock skew at 0.000795 ns
* Pin slew with the least headroom to its limit at 0.412 ns
* R2r worst-path depth at 2
* RD Place Congestion at 0.779
* Maximum Capacitance Violations at 0
* Pre-placement core utilization at 9.52%
* Vias at approximately 380
* Share of post-route cells with drive strength above 1 at 7.94%
==> cells in the final DEF (no fill, tap or decap), types with 2 or more instances in the layout <==
| cell | instances |
|---|---|
| sky130_fd_sc_hd__nor3_1 | 2 |
| sky130_fd_sc_hd__a21oi_1 | 4 |
| sky130_fd_sc_hd__clkbuf_4 | 3 |
| sky130_fd_sc_hd__nand3_1 | 3 |
| sky130_fd_sc_hd__inv_1 | 3 |
| sky130_fd_sc_hd__o21ai_1 | 5 |
| sky130_fd_sc_hd__nand2b_1 | 2 |
| sky130_fd_sc_hd__clkdlybuf4s50_1 | 21 |
| sky130_fd_sc_hd__dfrtp_1 | 4 |
| sky130_fd_sc_hd__nand2_1 | 3 |
| sky130_fd_sc_hd__nor2_1 | 3 |
==> cells in the mapped netlist <==
library cell	number	area [um^2]
sky130_fd_sc_hd__a21oi_1	4	20.0
sky130_fd_sc_hd__a31oi_1	1	6.26
sky130_fd_sc_hd__a32o_1	1	10.0
sky130_fd_sc_hd__a41o_1	1	10.0
sky130_fd_sc_hd__and2b_1	1	7.51
sky130_fd_sc_hd__and3_1	1	6.26
sky130_fd_sc_hd__and4bb_1	1	12.5
sky130_fd_sc_hd__buf_2	2	10.0
sky130_fd_sc_hd__buf_4	1	7.51
sky130_fd_sc_hd__buf_6	1	11.3
sky130_fd_sc_hd__dfrtp_1	4	100
sky130_fd_sc_hd__inv_1	3	11.3
sky130_fd_sc_hd__nand2_1	3	11.3
sky130_fd_sc_hd__nand2b_1	2	12.5
sky130_fd_sc_hd__nand2b_2	1	8.76
sky130_fd_sc_hd__nand3_1	3	15.0
sky130_fd_sc_hd__nand4_1	1	6.26
sky130_fd_sc_hd__nor2_1	3	11.3
sky130_fd_sc_hd__nor2_2	1	6.26
sky130_fd_sc_hd__nor3_1	2	10.0
sky130_fd_sc_hd__o21ai_1	5	25.0
sky130_fd_sc_hd__or2_1	1	6.26
==> how the worst min path moves through the flow <==
stage         start  endpoint  slack, ns
CTS           Reset  State[0]       0.50
global route  Reset  State[1]       0.51
finish        Reset  State[0]       0.50
==> power by group <==
group	switching [W]	internal, W
sequential	0.0000829	0.0000842
clock	0.0000238	0.0000497
combinational	0.0000923	0.000187
total	0.000199	0.000321
==> layout make-up <==
type                            instances  area (um^2)  area share [%]
Clock buffer                            3         22.5            3.84
Timing Repair Buffer                   21          210            35.8
Sequential cell                         4          100            17.1
Multi-Input combinational cell         32          185            31.6
Inverter                                3         11.3            1.92
Tap cell                               46         57.6            9.81
==> cell families after synthesis <==
group                  share of synthesized area [%]
buffers and inverters                           12.3
AND-OR/OR-AND                                   21.9
AND/OR/NAND/NOR                                 35.0
flip-flops                                      30.8
==> worst max-delay path, stage by stage <==
cell and delay, ns:
sky130_fd_sc_hd__clkdlybuf4s50_1 0.46, sky130_fd_sc_hd__nand3_1 0.07, sky130_fd_sc_hd__a21oi_1 0.17, sky130_fd_sc_hd__a41o_1 0.11, sky130_fd_sc_hd__clkdlybuf4s50_1 0.47
==> stage by stage <==
stage	cell area, um^2	std cells	power, W	worst slack (ns)
after floorplan	325	43	0.000290	1.33
after global placement	564	106	0.000448	0.326
after detailed placement	564	106	0.000451	0.326
after CTS	587	109	0.000531	0.315
after global routing	587	109	0.000575	0.234
final	587	109	0.000520	0.334
==> per-layer routing <==
layer | wire length [um] | up-vias | track usage [%]
met5 | 0 | - | 0
met4 | 0 | 0 | 0.704
met3 | 205 | 0 | 2.73
met2 | 492 | 17 | 5.86
met1 | 538 | 172 | 4.35
li1 | - | 194 | -
Power figures rest on the tool's default switching activity, not on a simulated workload.
